===== flow/run.sh =====
#!/bin/bash
# OpenROAD 26Q1-2900-gdf79404cd8, Yosys 0.63+post, stock flow scripts
make -C /OpenROAD-flow-scripts/flow DESIGN_CONFIG=/design/flow/config.mk WORK_HOME=/design/flow/orfs finish

===== flow/config.mk =====
export PLATFORM = sky130hd
export DESIGN_NAME = sd_card_state
export DESIGN_NICKNAME = sd_card_state
export VERILOG_FILES = /design/flow/design.v
export SDC_FILE = /design/flow/constraint.sdc
export NUM_CORES = 4
export LEC_CHECK = 1
export CORE_UTILIZATION = 30

===== flow/constraint.sdc =====
current_design sd_card_state

set clk_period 5.3
set clk_io_pct 0.2

create_clock -name clk0 -period $clk_period [get_ports {clk}]

set non_clock_inputs [all_inputs -no_clocks]
set_input_delay [expr $clk_period * $clk_io_pct] -clock clk0 $non_clock_inputs
set_output_delay [expr $clk_period * $clk_io_pct] -clock clk0 [all_outputs]

===== flow/design.v =====
module sd_card_state (
    input logic clk,
    input logic res_n,
    output logic sd_speed,
    output logic [47:0] spi_cmd_data,
    output logic spi_cmd,
    output logic [9:0] spi_response_len,
    input logic spi_busy,
    input logic spi_error,
    input logic [7:0] spi_response,
    input logic spi_avail,
    output logic sd_busy,
    output logic sd_error
);
  typedef enum {
    START,
    CMD0,
    CMD17,   
    CMD8,
    CMD58,
    ACMD41,
    WAIT,
    IDLE,
    R1,
    R3,
    R7,
    DATA_RESPONSE,
    DATA,
    ERROR
  } state_t;
  (* DONT_TOUCH = "TRUE" *) state_t state = START;
  state_t state_after_response = IDLE;
  state_t expected_response = R1;
  logic [7:0] resp_byte = 8'd0;
  integer response_byte_cnt = 0;
  logic ver1_card = 0;
  logic cmd58_sent = 0;
  always_ff @(posedge clk or negedge res_n) begin
    if (~res_n) begin
      state <= START;
    end else begin
      case (state)
        START: begin
          sd_busy <= 1'b1;
          sd_error <= 1'b0;
          state <= CMD0;
          spi_cmd <= 1'b0;
          sd_speed <= 1'b0;
        end
        WAIT: begin
          spi_cmd <= 1'b0;
          if (spi_avail) begin
            state <= expected_response;
            resp_byte <= spi_response;
            response_byte_cnt <= response_byte_cnt - 1;
          end
        end
        R1: begin
          if (resp_byte == 8'd0) begin
            state <= state_after_response;
          end else begin
            state <= ERROR;
          end
        end
        R3: begin   
          if (response_byte_cnt == 4) begin
            if (resp_byte == 8'd0) begin
              state <= WAIT;
            end else begin
              state <= ERROR;
            end
          end else if (response_byte_cnt == 0) begin
            state <= state_after_response;
          end else begin
            state <= WAIT;
          end
        end
        R7: begin
          if (response_byte_cnt == 4) begin
            if (resp_byte != 8'd0) begin
              if (resp_byte == 8'b00000100) begin
                ver1_card <= 1'b1;
                state <= WAIT;
              end else begin
                state <= ERROR;
              end
            end else begin
              state <= WAIT;
            end
          end else if (response_byte_cnt == 0) begin
            state <= state_after_response;
          end else begin
            state <= WAIT;
          end
        end
        CMD0: begin
          spi_cmd <= 1'b1;
          spi_cmd_data <= 48'h4000000095;
          spi_response_len <= 9'd1;
          response_byte_cnt <= 1;
          expected_response <= R1;
          state_after_response <= CMD8;
          state <= WAIT;
        end
        CMD8: begin
          spi_cmd <= 1'b1;
          spi_cmd_data <= 48'h480001aa87;
          spi_response_len <= 9'd5;
          response_byte_cnt <= 5;
          expected_response <= R7;
          state_after_response <= CMD58;
          state <= WAIT;
        end
        CMD58: begin
          spi_cmd <= 1'b1;
          spi_cmd_data <= {8'h5a, 32'h0, 7'h66, 1'h1};
          spi_response_len <= 9'd5;
          response_byte_cnt <= 5;
          expected_response <= R3;
          if (cmd58_sent) begin
            state_after_response <= IDLE;
            sd_speed <= 1'b1;
          end else begin
            state_after_response <= ACMD41;
          end
          state <= WAIT;
        end
        ACMD41: begin
          cmd58_sent <= 1'b1;
          spi_cmd <= 1'b1;
          spi_cmd_data <= {8'h69, 8'h40, 8'h00, 8'h00, 8'h00, 8'hff};
          spi_response_len <= 9'd1;
          response_byte_cnt <= 1;
          expected_response <= R1;
          if (ver1_card) begin
            state_after_response <= IDLE;
            sd_speed <= 1'b1;
          end else begin
            state_after_response <= CMD58;
          end
        end
        ERROR: begin
          sd_error <= 1'b1;
        end
        IDLE: begin
          sd_busy <= 1'b0;
          sd_error <= 1'b0;
          spi_cmd <= 1'b0;
          spi_cmd_data <= 48'd0;
          spi_response_len <= 9'd0;
        end
        DATA: begin
        end
        DATA_RESPONSE: begin
        end
        default: begin
          state <= ERROR;
          sd_error <= 1'b1;
        end
      endcase
    end
  end
endmodule

==> impl_metrics.json <==
{
  "status": "completed",
  "reg2reg_slack_ps": 2520,
  "coreArea_um2": 12100,
  "syn_area_um2": 3710,
  "vias": 2585,
  "wl_per_cell_um": 11.8,
  "placed_cells": 546,
  "grt_pass1_vias": 2315,
  "synth-edff-count": 61,
  "htree_num_levels": 3,
  "finalHoldViolCount": 0,
  "power_leakage_nw": 1.93,
  "area_growth_pct": 17.1,
  "common_cells": "edfxtp_1, nor2_1, buf_4",
  "tightest_slew_ps": 839,
  "cp_common_cell": "or4_1",
  "grt_setup_unrepaired": "false",
  "tool_warnings": 28,
  "port_buffers": 37,
  "fin_util": 0.361,
  "worst_path_max_delay_cell": "nor2_1",
  "cp_data_arrival_time_ps": 2960,
  "finalWirelength_mm": 6.63,
  "drt_iter0_markers": 144,
  "worstSetupEndpointType": "register",
  "yosysMostFrequentCell": "edfxtp_1",
  "ys_seq_share": 0.520,
  "power_density_nw_per_um2": 274,
  "timing.rr.end": "response_byte_cnt[29]",
  "post_cts_buffers": 0,
  "hold_path_startpoint": "cmd58_sent",
  "start_kind": "register",
  "cts_made_buffers": 9,
  "yosys.area.top_type_share": 0.493,
  "rr_startpoint": "response_byte_cnt[9]",
  "clock_latency_ps": 330,
  "slew_violations": 0,
  "grt_pass1_wl_mm": 11.0,
  "avgSynthCellArea_um2": 10.1,
  "fin_tns_setup_ps": 0,
  "vias_per_cell": 4.60,
  "async_reset_ff_frac": 0.0615,
  "place_congestion": 0.863,
  "max_stage_delay_ps": 680,
  "rr_worst_depth": 5,
  "stdcell_count": 562,
  "ys_top_cells_by_area": "edfxtp_1, buf_4, nor2_1",
  "ys_cells": 366,
  "min_period_ps": 2780,
  "path_max_fanout": 11,
  "die_w_um": 113,
  "grt-ovfl-total": 0,
  "post_cts_resized": 0,
  "crit_type": "register to register",
  "setup_viol": 0,
  "timing.hold.ws_ps": 596,
  "cts_sinks": 65,
  "cp.depth": 5,
  "crit_path_cell_trace": "or4_1 > nor2_1 > nand3_2 > or4_1 > a21oi_1",
  "yosys.area.top_type": "edfxtp_1",
  "grt_usage": 0.109,
  "clock_skew_ps": 6.64,
  "ys_chip_area_um2": 3710,
  "drive_gt1_frac": 0.0685,
  "drc_errors": 0,
  "insertedDiodeCount": 0,
  "period_used_share": 0.524,
  "synth_cells": 366,
  "ant_nets": 0,
  "max_freq_mhz": 360,
  "maxCapViolCount": 0,
  "tritoncts": "built",
  "path_delay_family": "simple AND/OR/NAND/NOR gates",
  "hold_path_class": "register to register",
  "ir_drop_v": 0.000163,
  "firstDrtPassIters": 5,
  "grt_max_degree": 35,
  "hold_end": "state_after_response[1]",
  "postCtsHoldBufs": 0,
  "ff_type": "edfxtp_1",
  "cp_num_buf_inv": 0,
  "ys_seq_elements": 65,
  "root_buffer": "clkbuf_16",
  "dp_hpwl_mm": 4.30,
  "synth_cell_types": 47,
  "path_clk_slew_ps": 60,
  "ys_warn_count": 1,
  "ios": 75,
  "cts_max_path_buffers": 2,
  "worstPathRequired_ps": 5480,
  "die_y_um": 113,
  "antenna_found_initial": 0,
  "chipArea_um2": 12800,
  "max_slew_margin": 0.439,
  "hold_depth": 2,
  "rows": 40,
  "floorplan.core_util": 0.308
}
-- final cells by class --
class	instances	area, um2
clock buffer	9	225
clock inverter	7	85.1
fill	1158	7710
inverter	9	33.8
multi-input combinational	263	1460
sequential	65	1930
tap	168	210
timing repair buffer	41	400
-- per-layer routing --
metal | global-route usage | wire [um] | vias to the layer above
met5 | 0 | 0 | -
met3 | 0.0355 | 500 | 5
met2 | 0.159 | 2910 | 122
met4 | 0.0149 | 82 | 0
met1 | 0.171 | 3140 | 1200
li1 | - | - | 1258
-- worst min-delay path: stages, from the launching register on --
cell      delay [ps]
edfxtp_1         350
a22oi_1           70
nand2_1           70
-- kinds of logic after synthesis --
group / Yosys count / synth area share
adders and majority gates: 2 / 0.00674
DFF: 65 / 0.520
AOI/OAI and AO/OA: 44 / 0.0697
other: 2 / 0.00202
and+or+nand+nor: 157 / 0.222
buffers and inverters: 73 / 0.125
muxes: 1 / 0.00270
xor gates and xnor gates: 22 / 0.0519
-- report_power, final --
group	internal (mW)	switching [mW]
clock	0.406	0.213
combinational	0.00844	0.00680
sequential	0.557	0.000130
total	0.971	0.219
-- cell usage in the layout, fill, tap and decap left out, types with 2 or more instances in the layout --
cell type         n
a21oi_1          15
a311oi_1          2
a31oi_1           2
and2_1            3
buf_4             4
bufinv_16         2
clkbuf_16         9
clkdlybuf4s50_1  37
clkinv_1          2
clkinv_2          2
conb_1           37
dfrtp_1           4
edfxtp_1         61
ha_1              2
inv_1             9
nand2_1          32
nand2b_1          4
nand3_1          10
nand3b_1          2
nand4_1           5
nand4b_1          3
nor2_1           51
nor2b_1           6
nor3_1            7
nor3b_1           2
nor4_1            5
o21ai_0          15
o31ai_1           3
or3_1             9
or4_1             6
xnor2_1           5
xor2_1           17
-- stage by stage --
stage                     instance area (um2)  worst slack [ps]  power (mW)
after floorplan                          3840              2200       0.589
after global placement                   4040              2430       0.583
after detailed placement                 4040              2460       0.583
after CTS                                4350              2480        1.21
after global routing                     4350              2340        1.23
final                                    4350              2520        1.19
-- flip-flops by register name, indices dropped and copies added (netlist names) --
register / flops
sd_busy: 1
expected_response: 2
spi_response_len: 2
spi_cmd: 1
sd_speed: 1
spi_cmd_data: 8
response_byte_cnt: 32
state_after_response: 3
state: 4
resp_byte: 8
sd_error: 1
ver1_card: 1
cmd58_sent: 1
-- worst max path at each step --
stage / from / to
final: response_byte_cnt[9] / response_byte_cnt[29]
after global routing: response_byte_cnt[9] / state[0]
after CTS: response_byte_cnt[9] / state[0]
Power is estimated from default activity; no workload was simulated.
