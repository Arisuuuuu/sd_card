File: flow/constraint.sdc
current_design sd_clk_gen

set clk_period 2.1
set clk_io_pct 0.2

create_clock -name clk0 -period $clk_period [get_ports {clk}]

set non_clock_inputs [all_inputs -no_clocks]
set_input_delay [expr $clk_period * $clk_io_pct] -clock clk0 $non_clock_inputs
set_output_delay [expr $clk_period * $clk_io_pct] -clock clk0 [all_outputs]
File: flow/design.v
module sd_clk_gen (
    input logic clk,
    output logic [7:0] clk_out
);
  always@(posedge clk) begin
    clk_out <= clk_out + 1;
  end
endmodule
File: flow/config.mk
export PLATFORM = sky130hd
export DESIGN_NAME = sd_clk_gen
export DESIGN_NICKNAME = sd_clk_gen
export VERILOG_FILES = /design/flow/design.v
export SDC_FILE = /design/flow/constraint.sdc
export NUM_CORES = 4
export LEC_CHECK = 1
export CORE_AREA = 10 10 70 70
export DIE_AREA = 0 0 80 80
File: flow/run.sh
#!/bin/bash
# OpenROAD 26Q1-2900-gdf79404cd8, Yosys 0.63+post, stock flow scripts
make -C /OpenROAD-flow-scripts/flow DESIGN_CONFIG=/design/flow/config.mk WORK_HOME=/design/flow/orfs finish
==> run summary <==
The synthesis and PnR run went through. The most frequently used library cell after synthesis is dfxtp_1. Vias per cell landed at approximately 2.5. Final setup TNS landed at 0 ns. Per the post-run analysis, buffers plus inverters along the critical path come to 1. Detailed routing inserted a total of 202 vias.

Summed over all layers, the global routing overflow is 0. Once layout is complete, the utilization of the core stands at 12.8%. The tree is rooted in a clkbuf_4. The report gives the cell count of the worst hold path as 1. For this design the static power due to leakage is 0.000156 µW. Total length of routed wires landed at 601 µm.

Slew at the pin closest to its max-slew limit landed at 0.202 ns. Leaving out buffers and inverters, the combinational logic in the layout accounts for 113 µm². Per the timing report, the most critical flop-to-flop path finishes at clk_out[6]. Placed wire-length estimate after detailed placement landed at 454 µm. Clock latency on the worst-skew pair landed at around 0.25 ns. The synthesis report names the predominant flop master as dfxtp_1. Summing the sequential cell areas from Yosys gives slightly below 60% of the chip area. Longest individual stage delay on the worst path landed at 0.51 ns.

IR analysis of the VDD net gives a maximum drop of around 0.0003 V. The synthesized design contains 0 enable-type register cells. Setup repair after global routing left no endpoint under its margin. The worst setup path is launched from a register. Relative to the synthesized area, the layout overhead comes to 57.9%. Summing all placed instances gives a cell area of 414 µm².

By startpoint and endpoint, the worst setup path is classified as register to output port. Number of gates resized after CTS landed at 0. Minimum clock period landed at 1.60 ns. The synthesis report lists the most area-consuming cells as dfxtp_1 (58%), xnor2_1 (9.5%), xor2_1 (9.5%). The final hold violation count recorded for this run is 0. By count the netlist is led by dfxtp_1 (8), xnor2_1 (3), xor2_1 (3), nand2_1 (2), nand3_1 (2).

Arrival time of data at the critical path endpoint landed at roughly 1.2 ns. Per the OpenROAD floorplan log, the area of the core is about 3400 µm². TritonCTS built the clock tree. Number of buffers added by the clock tree synthesis step landed at 3. Of all flip-flops after synthesis, the portion carrying an async set or reset was 0%.

Die height landed at approximately 80 µm. Reg2reg setup slack landed at 1.10 ns. The number of antenna violations at the first check in global routing is 0.

The report puts the cell count of the worst reg-to-reg path at 3. After synthesis, the mean cell area works out to 11.5 µm². Number of instances in the synthesized netlist landed at 24. 0 antenna diodes ended up in the layout. The synth_stat.txt file lists the number of cells as 24. Number of routed nets with antenna violations landed at 0. For this design the ratio of total power to cell area is 612 nW/µm². RePlAce ended its routability-driven mode at a weighted congestion of 0.766. Number of flip-flops under the largest register name landed at 8. In this run the most critical hold path is launched from clk_out[0]. Synthesis instantiated 11 different standard cells from the library. Maximum number of pins on one net before global-route repair landed at 6. Number of global-route vias before repair landed at around 200. Number of buffer cells added on primary ports landed at 8. Before any placement, the netlist area is recorded as 277 µm².

Post-CTS setup buffer count landed at 0. The DRC violation total left in the routed layout is recorded as 0. The final report lists the setup-violating endpoint count as 0. Once iteration 0 of detailed routing completed, the report listed 7 DRC markers. The min-delay analysis places its worst path in the category register to register. For hold timing, the worst endpoint is clk_out[0].

The timing report shows that the slowest cell on the worst path is clkdlybuf4s50_1. Per the CTS log, the maximum H-tree level is 1. In the final layout, the fill cell count is around 400. Share of the core filled by cells before placement landed at 8.10%.

Number of buffers on the longest clock path landed at 2. Across the routed clock network, the largest skew measured is 0.00109 ns. The largest total area in the synthesized netlist belongs to dfxtp_1.

The synthesis stat section lists a flop and latch total of 8. In the final layout, the registers with the most flip-flops are clk_out (8). More flip-flops sit in one register than any other, and that register is clk_out.

Area occupied by registers landed at between 150 and 200 µm². STA lists the startpoint of the worst register-to-register path as clk_out[0]. According to the timing report, the data required time at the worst endpoint equals 1.68 ns. Chip width landed at 80 µm. Final design area excluding fillers landed at between 400 and 500 µm².

Total number of clock tree sinks landed at 8. Overall fraction of global-route tracks in use landed at 2.09%. Number of iterations in the first detailed-routing pass landed at 4. Proportion of layout cells with a drive suffix above 1 landed at 14.3%. For this design the top-level I/O count stands at 9. Per the post-CTS timing run, clock transition at the registers of the reported paths is 0.05 ns. Worst-case headroom to the max-slew limit landed at 86.5%.

All stages included, the depth of the critical timing path comes to 1. Yosys chip area landed at 277 µm². STA classifies the critical path endpoint as an output port. In this run, post-CTS hold repair placed 0 buffers.

Total die size landed at between 6000 and 7000 µm². The routed design shows a wire length per standard cell of roughly 7.4 µm. In this run the critical path is formed by clkdlybuf4s50_1. The flow ran to the end, and the final reports show no timing, DRC or antenna violations. Count of synthesis-stage warnings from yosys landed at 1. Number of max-slew violations in the final report landed at 0. Max-cap violations in this run came to 0. Derived from the worst setup path, the maximum achievable clock frequency is 626 MHz. The share of synthesized area in the top cell type comes to 57.9%. For reference, the placement row count at floorplan is 21. The first global-routing pass estimated 1.01 mm of wire.

The timing report attributes the biggest portion of critical-path delay to buffers and inverters. The number of warnings reported in the stage logs is 25. Share of the cycle needed by the critical path after routing landed at between 70% and 80%. The critical path maximum fanout is 5.
layout by cell type (no fill, tap or decap), types with 2 or more instances in the layout:
cell type and instances:
dfxtp_1 8, xor2_1 3, nand3_1 2, clkdlybuf4s50_1 8, nand2_1 2, xnor2_1 3
clkbuf_4 3
final cells by class:
class,count,area share (%)
clock buffers,3,5.16
inverters,1,0.860
multi-input cells,15,25.8
flip-flops and latches,8,36.7
well taps,46,13.2
repair buffers,8,18.3
layer usage:
layer  wire (µm)  GRT usage [%]  vias up
met1         334           3.01       90
met5           0              0        -
met4           0          0.176        0
met2         160           1.93       12
met3         105           2.27        0
li1            -              -      100
metrics by stage:
stage                     setup slack, ns  total power [µW]  hold slack (ns)  instances
after floorplan                      1.22               155            0.382         24
after global placement              0.788               155            0.408         78
after detailed placement            0.783               155            0.413         78
after CTS                           0.494               273            0.426         81
after global routing                0.420               287            0.463         81
final                               0.504               267            0.430         81
logic make-up (layout without fill, tap and decap cells):
| logic type | after synthesis | after routing | share of synthesized area, % |
|---|---|---|---|
| xor gates and xnor gates | 6 | 6 | 19.0 |
| DFF | 8 | 8 | 57.9 |
| and+or+nand+nor | 8 | 8 | 17.2 |
| buffers and inverters | 1 | 12 | 1.36 |
| adders and majority gates | 1 | 1 | 4.52 |
how the worst max path moves through the flow:
stage	from	endpoint
CTS	clk_out[2]	clk_out[2]
global route	clk_out[3]	clk_out[3]
finish	clk_out[2]	clk_out[2]
power breakdown:
part | switching (µW) | total [µW] | internal, µW
Sequential | 0 | 152 | 152
Clock | 50.0 | 115 | 65.2
Combinational | 0 | 0.0000776 | 0
Power figures rest on the tool's default switching activity, not on a simulated workload.
