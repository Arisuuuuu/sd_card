==> design.v <==
module sd_spi_output_init (
    input logic clk,
    input logic res_n,
    input logic [47:0] spi_cmd_data,
    input logic spi_cmd,
    input logic [9:0] spi_bytes_expected,
    output logic spi_busy,
    output logic spi_error,
    output logic [7:0] spi_response,   
    output logic spi_avail,   
    output logic spi_rd,
    output logic card_MOSI,
    input  logic card_MISO,
    output logic card_CS
);
  typedef enum {
    IDLE,
    SEND_CMD,
    WAIT_RESPONSE,
    RECV_RESPONSE
  } state_t;
  (* DONT_TOUCH = "TRUE" *) state_t state = IDLE;
  logic [47:0] spi_cmd_reg;
  logic [7:0] spi_resp_reg;
  integer current_bit;
  logic [9:0] current_byte;   
  always_ff @(posedge clk or negedge res_n) begin
    if (~res_n) begin
      state <= IDLE;
    end else begin
      case (state)
        IDLE: begin
          spi_busy  <= 1'b0;
          spi_avail <= 1'b0;
          card_CS   <= 1'b1;
          card_MOSI <= 1'b1;
          if (spi_cmd) begin
            spi_busy <= 1'b1;
            spi_cmd_reg <= spi_cmd_data;
            state <= SEND_CMD;
            current_bit <= 47;
            current_byte <= spi_bytes_expected;   
          end
        end
        SEND_CMD: begin
          card_CS <= 1'b0;
          card_MOSI <= spi_cmd_reg[current_bit];
          current_bit <= current_bit - 1;
          if (current_bit == -1) begin
            current_bit <= 7;
            state <= WAIT_RESPONSE;
          end
        end
        WAIT_RESPONSE: begin
          card_MOSI <= 1'b1;
          if (card_MISO == 1'b0) begin
            spi_resp_reg[current_bit] <= card_MISO;
            state <= RECV_RESPONSE;
            current_bit <= current_bit - 1;
          end
        end
        RECV_RESPONSE: begin
          spi_avail <= 1'b0;
          spi_resp_reg[current_bit] <= card_MISO;
          current_bit <= current_bit - 1;
          if (current_bit == -1) begin
            spi_response <= spi_resp_reg;
            spi_avail <= 1'b1;
            current_bit <= 7;
            current_byte <= current_byte - 1;
            if (current_byte == 0) begin
              state <= IDLE;
            end
          end
        end
        default: spi_error <= 1'b1;
      endcase
    end
  end
endmodule
==> run.sh <==
#!/bin/bash
# OpenROAD 26Q1-2900-gdf79404cd8, Yosys 0.63+post, stock flow scripts
make -C /OpenROAD-flow-scripts/flow DESIGN_CONFIG=/design/flow/config.mk WORK_HOME=/design/flow/orfs finish
==> config.mk <==
export PLATFORM = sky130hd
export DESIGN_NAME = sd_spi_output_init
export DESIGN_NICKNAME = sd_spi_output_init
export VERILOG_FILES = /design/flow/design.v
export SDC_FILE = /design/flow/constraint.sdc
export NUM_CORES = 4
export LEC_CHECK = 1
export CORE_UTILIZATION = 50
==> constraint.sdc <==
current_design sd_spi_output_init

set clk_period 9.5
set clk_io_pct 0.2

create_clock -name clk0 -period $clk_period [get_ports {clk}]

set non_clock_inputs [all_inputs -no_clocks]
set_input_delay [expr $clk_period * $clk_io_pct] -clock clk0 $non_clock_inputs
set_output_delay [expr $clk_period * $clk_io_pct] -clock clk0 [all_outputs]
==> run summary <==
Summary of the current implementation state.

- The flow ran to the end, and the final reports show no timing, DRC or antenna violations.
- Setup violations remaining at the end of the flow were counted as 0.
- The yosys-reported design area after synthesis is 6260 sq um, for reference.
- Of the post-synthesis cell area, the dominant cell type holds 52.8%.
- The die covers 13,000 sq um.
- The DRC violation count after routing is 0, for reference.
- The number of different library cells used by synthesis comes to 64.
- The switching share of power is 27.2%, for reference.
- The via density per instance is 6.05, for reference.
- All stages included, the depth of the critical timing path comes to 10.
- After filler insertion, the fill cell instance count of the layout stands at 976.
- The part of the total power dissipated in combinational logic is 13.2%, for reference.
- The slowest stage cell on the critical path is sky130_fd_sc_hd__edfxtp_1, for reference.
- The register area share after synthesis is 53.6%, for reference.
- The multi-input combinational cells in the finished layout cover a total of 2690 sq um.
- The signed area change from the synthesized netlist to the final layout is 18.1%, for reference.
- The initial antenna violation count is 0.
- The final weighted congestion recorded by global placement is 0.933.
- Measured against its own limit, the worst slew margin works out to 40.4%.
- The yosys cell count is 541, for reference.
- The register bit total from synthesis is 112, for reference.
- The cell row count is 40, for reference.
- The number of buffer and inverter instances along the worst setup path is 1, for reference.
- In this run the power density over the cells is 153 nW/um^2.
- The total area inside the core boundary comes to 12,100 sq um.
- The average size of a mapped cell is 11.6 sq um, for reference.
- The buffer_ports step reported a buffer count of 73.
- The TritonCTS clock tree is done, for reference.
- The worst-case register-to-register setup slack is 4970 ps, for reference.
- In the synthesized netlist the async set-or-reset flop fraction comes to 1.79%.
- The first-pass detailed-route iteration total is 5, for reference.
- Once routing completed, OpenROAD measured the worst setup slack at 4970 ps.
- Per the synthesis report, the dominant area consumer among library cells is sky130_fd_sc_hd__edfxtp_1.
- The max-cap check violation count is 0, for reference.
- Endpoints failing hold in the final report were tallied at 0.
- In the final routed layout, each cell accounts on average for 19.2 microns.
- The worst hold path depth is 0, for reference.
- The maximum clock frequency is 221 MHz, for reference.
- Synthesis produced 541 cells.
- The master cell of the clock root buffer is sky130_fd_sc_hd__clkbuf_16, for reference.
- The quantity of hold-fixing buffers added after cts is 0, for reference.
- The count of library flops with an enable pin is 110, for reference.
- Global routing used 26.0% of the available tracks across all layers.
- STA classifies the critical path startpoint as a flop.
- The total via count in the routed design is 4,641, for reference.
- In this design, the largest share of critical-path delay is due to simple AND/OR/NAND/NOR gates.
- The largest net degree at the start of global routing is 49, for reference.
- Setup repair after global routing left no endpoint under its margin.
- The HPWL after detailed placement is 10,500 microns, for reference.
- Internal power comes to 0.824 mW.
- OpenROAD reports that the post-layout worst path occupies 47.7% of the period.
- The final wirelength is 14,700 microns, for reference.
- The worst setup path is captured at a flop.
- Data on the critical path is required at its endpoint by 9600 ps.
- The worst-case vdd ir drop is 0.133 mV, for reference.
- The summed instance area of the synthesized netlist is 6260 sq um, for reference.
- The worst reg2reg path startpoint is current_bit[1], for reference.
- The aggregate global routing overflow is 0, for reference.
- Yosys attributes the largest share of cell area to sky130_fd_sc_hd__edfxtp_1 (53%), sky130_fd_sc_hd__mux4_2 (5.4%), sky130_fd_sc_hd__xnor2_1 (3.6%).
- The path with the worst hold slack has its endpoint at spi_response[6].
- In the final report, the number of pins over their slew limit comes to 0.
- The clock reaches the later pin of the worst-skew pair after 360 ps.
- The number of flip-flops in the largest register is 48, for reference.
- In this run, the number of DRC markers left after iteration 0 of detailed routing was 461.
- STA reports the tightest min-delay check as being of type reg2reg.
- The wire length of the first global-routing pass is 24,300 microns, for reference.
- After layout, the design draws a total of 1.13 mW.
- According to the floorplan report, the die width is 114 microns.
- The post-cts gate resize count is 0, for reference.
- The share of total power in the clock network is 33.7%, for reference.
- The type of the worst setup path is reg2reg, for reference.
- Max fanout on the critical path was recorded as 17.
- The total I/O pin count is 76, for reference.
- The cell type with the highest occurrence count on the critical path is sky130_fd_sc_hd__nand4_1, for reference.
- The maximum level of the CTS H-tree is 3, for reference.
- The standby leakage power is 2.35 nW, for reference.
- STA lists the startpoint of the worst hold path as spi_resp_reg[6].
- Counting every sink on the clock net gives 112.
- The number of clock buffers inserted by TritonCTS is 9, for reference.
- The setup clock skew after layout is 11.4 ps, for reference.
- Summing all flip-flop and latch instances after layout gives 3350 sq um.
- The pre-CTS setup check shows a worst slack of 5060 ps.
- For this run, the script counts the antenna cells in the layout as 0.
- The endpoint of the worst register-to-register path is spi_resp_reg[1], for reference.
- For this run, the leading register cell type out of synthesis is sky130_fd_sc_hd__edfxtp_1.
- In this design, the stage delay of the slowest critical-path cell is 690 ps.
- The data arrival time reported for the critical path is 4640 ps.
- Looking at the post-CTS report, the setup buffer insertion count equals 0.
- In this run the vertical extent of the chip is 114 microns.
- Of the cells placed in the final design, the portion with a size suffix greater than 1 is 10.2%.
- The warning total across the stage logs is 31, for reference.
- At the floorplan stage, the core utilization is reported as 51.7%.
- The antenna violation net count after detailed routing is 0, for reference.
- The number of warnings reported in the yosys synthesis log is 2, for reference.
- The number of global-route vias before repair is 4,663, for reference.
- The signal on the critical path passes through inv_1 > ha_1 > or3b_2 > nor2_1 > nand4_1 > xnor2_1 > or4_1 > a2111oi_4 > nand4_1 > mux2_1.
- The worst path needs 4530 ps of the cycle, external delays included.
- In this run, flip-flops and latches consume 53.1% of the power.
- The length in cells of the worst reg-to-reg path is 10, for reference.
- On the worst setup and hold paths after CTS, the clock-pin slew comes to 80 ps.
- The transition time of the tightest slew-check pin is 882 ps, for reference.
- Per the OpenROAD power report, switching power amounts to 0.308 mW.
- The deepest clock path buffer count is 2, for reference.
- The accumulated negative setup slack is 0 ps, for reference.
cell families after synthesis:
group | count (synthesis) | share of synthesized area (%)
XOR/XNOR | 38 | 5.32
multiplexers | 29 | 7.84
AND/OR/NAND/NOR | 225 | 19.5
buffers and inverters | 50 | 3.36
flip-flops | 112 | 53.6
AND-OR/OR-AND | 77 | 8.68
other | 2 | 0.120
adder cells (fa/ha/maj) | 8 | 1.60
metrics by stage:
stage / hold WS [ps] / cells / area, sq um / utilization [%]
floorplan: 422 / 541 / 6260 / -
CTS: 455 / 767 / 7390 / 61.0
finish: 449 / 767 / 7390 / 61.0
detailed placement: 437 / 751 / 7090 / 58.5
global route: 463 / 767 / 7390 / 61.0
global placement: 445 / 751 / 7090 / 58.5
synthesized netlist by cell type (2+ instances only):
master / number
sky130_fd_sc_hd__mux2i_1: 4
sky130_fd_sc_hd__or3_1: 8
sky130_fd_sc_hd__o31ai_1: 6
sky130_fd_sc_hd__mux2_2: 2
sky130_fd_sc_hd__nand3_1: 14
sky130_fd_sc_hd__and3_1: 6
sky130_fd_sc_hd__nor4_1: 25
sky130_fd_sc_hd__a21o_1: 2
sky130_fd_sc_hd__xnor2_1: 26
sky130_fd_sc_hd__inv_1: 11
sky130_fd_sc_hd__nor2b_1: 9
sky130_fd_sc_hd__or4_4: 3
sky130_fd_sc_hd__buf_4: 2
sky130_fd_sc_hd__nand2b_1: 3
sky130_fd_sc_hd__dfrtp_1: 2
sky130_fd_sc_hd__a31oi_1: 6
sky130_fd_sc_hd__or4_2: 2
sky130_fd_sc_hd__or4_1: 9
sky130_fd_sc_hd__nand2_1: 25
sky130_fd_sc_hd__nor2_1: 58
sky130_fd_sc_hd__ha_1: 8
sky130_fd_sc_hd__nand4_1: 25
sky130_fd_sc_hd__and2_1: 4
sky130_fd_sc_hd__clkbuf_1: 31
sky130_fd_sc_hd__buf_1: 4
sky130_fd_sc_hd__o21bai_1: 2
sky130_fd_sc_hd__o211a_1: 2
sky130_fd_sc_hd__o21ai_0: 10
sky130_fd_sc_hd__mux2_1: 8
sky130_fd_sc_hd__or2_2: 4
sky130_fd_sc_hd__buf_6: 2
sky130_fd_sc_hd__a211oi_1: 2
sky130_fd_sc_hd__a2111oi_4: 2
sky130_fd_sc_hd__nor3_1: 17
sky130_fd_sc_hd__a21oi_1: 27
sky130_fd_sc_hd__xor2_1: 12
sky130_fd_sc_hd__a22oi_1: 2
sky130_fd_sc_hd__a221o_1: 2
sky130_fd_sc_hd__edfxtp_1: 110
sky130_fd_sc_hd__a21boi_0: 3
sky130_fd_sc_hd__nor3b_1: 3
sky130_fd_sc_hd__mux4_2: 15
sky130_fd_sc_hd__conb_1: 2
power by group through the flow:
| stage | logic [mW] | registers [mW] | clock network (mW) |
|---|---|---|---|
| 4_1_cts | 0.150 | 0.600 | 0.392 |
| 5_1_grt | 0.164 | 0.605 | 0.410 |
| 6_report | 0.150 | 0.600 | 0.381 |
metal layers:
metal  routed length [microns]  track usage [%]  vias up
met5                         0                0        -
met4                       448             6.06        0
met3                      1040             5.68       31
met2                      6900             40.0      206
met1                      6320             41.7     2225
li1                          -                -     2179
area by class of cell:
| type | count | share of cell area [%] |
|---|---|---|
| well taps | 168 | 2.84 |
| repair buffers | 81 | 10.7 |
| inverters | 11 | 0.559 |
| multi-input cells | 379 | 36.4 |
| flip-flops and latches | 112 | 45.4 |
| clock buffers | 9 | 3.05 |
| clock inverters | 7 | 1.03 |
cell usage in the layout, fill, tap and decap left out, drive strengths merged, types with 6 or more instances in the layout:
cell / count
mux4: 15
nand2: 25
mux2: 10
nor3: 17
inv: 13
clkbuf: 9
or3: 8
edfxtp: 110
nor2: 59
nand4: 25
ha: 8
buf: 8
nor2b: 9
or4: 14
o31ai: 6
clkdlybuf4s50: 73
a21oi: 27
o21ai: 10
nor4: 26
nand3: 14
and3: 6
xor2: 12
a31oi: 6
xnor2: 26
worst max-delay path by stage:
stage,start,endpoint,slack (ps)
6_report,current_bit[1],spi_resp_reg[1],4970
5_1_grt,current_bit[1],spi_resp_reg[6],4640
4_1_cts,current_bit[1],spi_resp_reg[1],5000
Power and IR drop assume default switching activity.
